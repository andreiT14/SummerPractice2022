==> design/flow/design.v <==
module m_alu(A, B, ALU_Sel, ALU_Out, Flag);
  input [7:0] A,B;   
  input [3:0] ALU_Sel; 
  output [7:0] ALU_Out;  
  output  reg [3:0] Flag;  
	reg [7:0] ALU_Result;
	reg [8:0] tmp;
    assign ALU_Out = ALU_Result;  
    always @(*)
    begin
        case(ALU_Sel)
        4'b0000:  
          begin
          if((A+B)>8'hff) begin
              ALU_Result = 8'h0;
              Flag[1]=1;
            end
            else begin
              ALU_Result = A + B;
              Flag[1]= 0;
            end
          end 
        4'b0001:  
          begin
            if(A<B) begin
              ALU_Result = 8'h0;
              Flag[3] = 1;  
            end
            else begin
              ALU_Result = A - B ; 
              Flag[3] = 0;
            end
          end
        4'b0010:  
          begin
            if((A>8'hf) && (B>8'hf)) begin
              ALU_Result = 8'h0;
              Flag[2]=1;
            end
            else begin
              ALU_Result = A * B;
              Flag[2]=0;
            end
          end
        4'b0011:  
          begin
            if(A<B) begin
            ALU_Result = 8'h0;
              Flag[3] = 1;  
            end
            else begin
              ALU_Result = A / B;
              Flag[3] = 0;  
            end
          end
        4'b0100:  
          begin
             ALU_Result = A << B; 
             tmp = {1'b0,A} + {1'b0,B};
             Flag[1] = tmp[8];  
          end
         4'b0101:  
           begin
             tmp = {A,1'b0};
             tmp = tmp >> B;
             ALU_Result = tmp[8:1];
             Flag[1] = tmp[0];
           end
         4'b0110:  
           ALU_Result = A & B;
         4'b0111:  
           ALU_Result = A | B;
          4'b1000:  
           ALU_Result = A ^ B;
          4'b1001:  
            ALU_Result = ~(A ^ B);
          4'b1010:  
            ALU_Result = ~(A & B);
          4'b1011:  
           ALU_Result = ~(A | B);
          4'b1100,4'b1101,4'b1110,4'b1111: 
            begin
            ALU_Result = 8'h0 ; Flag = 4'h0;
            end
          default: begin ALU_Result = 8'h0 ; Flag = 4'h0; end
        endcase
      if (ALU_Result == 8'h0)
          Flag[0]=1;  
      else
        Flag[0]=0;
    end
endmodule
==> design/flow/run.sh <==
#!/bin/bash
# OpenROAD 26Q1-2900-gdf79404cd8, Yosys 0.63+post, stock flow scripts
make -C /OpenROAD-flow-scripts/flow DESIGN_CONFIG=/design/flow/config.mk WORK_HOME=/design/flow/orfs finish
==> design/flow/config.mk <==
export PLATFORM = sky130hd
export DESIGN_NAME = m_alu
export DESIGN_NICKNAME = m_alu
export VERILOG_FILES = /design/flow/design.v
export SDC_FILE = /design/flow/constraint.sdc
export NUM_CORES = 4
export LEC_CHECK = 1
export CORE_UTILIZATION = 40
==> design/flow/constraint.sdc <==
current_design m_alu

set clk_period 21.1
set clk_io_pct 0.2

create_clock -name clk0 -period $clk_period

set non_clock_inputs [all_inputs -no_clocks]
set_input_delay [expr $clk_period * $clk_io_pct] -clock clk0 $non_clock_inputs
set_output_delay [expr $clk_period * $clk_io_pct] -clock clk0 [all_outputs]
==> flow report <==
==================================================================================
Run status                                                            complete, no violations
Area of the placeable core                                               11000 um2
Net Sw Frac                                                                  0.537
Clock network fraction of design power                                           0
Upper clock frequency limit                                               49.6 MHz
Signed area change from the synthesized netlist to the final layout          10.5%
Worst Hold Class                                                            in2out
Maximum number of pins on one net before global-route repair                    37
Antenna Violating Nets Remaining                                                 0
Met2 Track Usage GR                                                          0.434
Post-Syn Instances                                                             617
Setup tns final                                                               0 ns
Number of global-route vias before repair                                     4408
Hold violation count in the final report                                         0
Kind of capture point of the worst setup path                         primary output
Antenna diode count                                                              0
Per-cell routed wire length                                                20.6 um
Async S/R FF share, synth                                                        0
Remaining routing DRC violations                                                 0
First-pass GRT wire length                                                25200 um
Global Route Usage Sum                                                       0.285
Crit share post-route                                                        0.956
DP HPWL                                                                   12000 um
Critical path's slowest cell                                          sky130_fd_sc_hd__or4_1
Largest driver fanout on the critical path                                       9
Internal                                                                   75.1 uW
Wire length reported by the detailed router                               15800 um
Final count of pins violating max slew                                           0
Sequential Power Share                                                       0.005
Std cell rows                                                                   38
Setup-violating endpoint count in the final report                               0
Arr. time, crit path                                                      15.95 ns
Overflow left after global routing                                               0
Met1 track demand over resource                                              0.405
OpenROAD warning count                                                          52
Global-route layer with the greatest usage                                    met2
Tally of filler cells in the layout                                           1113
Initial DRT Pass Iterations                                                      5
Detailed Route Iter0 Violations                                                314
RSZ-0062 raised after global routing                                         false
Die area                                                                 11900 um2
Die Span Y                                                                  109 um
Met3 usage                                                                  0.0695
Critical path start-end classification                                      in2out
Yosys synthesis chip area                                                 4600 um2
Final estimated routing congestion in global placement                       0.997
Combinational fraction of design power                                       0.995
Count of instantiated cells in the yosys netlist                               617
Transition time at the pin with the least slew margin                     0.890 ns
Via total after detailed routing                                              4721
Input/output buffers                                                            32
Core Util at FP                                                              0.417
Switching Power                                                            87.0 uW
Top Ports                                                                       32
PwrDens                                                                31.9 nW/um2
Startpoint of the most critical setup path                                    B[7]
Most repeated library cell on the critical path                       sky130_fd_sc_hd__ha_1
Register pins left without a clock                                               3
Worst vdd ir                                                             0.0168 mV
Hold Path Origin                                                        ALU_Sel[0]
Post-DR vias/cell                                                             6.14
Leakage power summed over all cells                                     0.00218 uW
Min Clock Period, post-route                                              20.17 ns
Required time of the critical path                                        16.88 ns
Post-Synthesis Cell Area                                                  4600 um2
Number of flip-flops in the largest register                                     3
Max-capacitance violation count                                                  0
Headroom to the max-slew limit                                               0.399
Syn Area/Cell                                                             7.45 um2
Layout cells sized above 1                                                  0.0811
Initial antenna violation count                                                  0
Horizontal die dimension                                                    109 um
Largest stage delay on the critical path                                   0.71 ns
YS warnings                                                                      1
Crit path to                                                               Flag[0]
Number of flip-flops and latches in the synthesized netlist                      3
Distinct cell type count of the synthesized netlist                             69
Final total power                                                           162 uW
Predominant post-synthesis flop cell                                  sky130_fd_sc_hd__dlxtn_1
Number of unconstrained endpoints                                                6
Number of flops mapped to enable cells by yosys                                  0
Worst Setup Start Kind                                                  input port
==================================================================================
==> logic make-up after synthesis <==
group / count (synthesis) / synth area share
simple gates: 206 / 0.226
compound gates: 168 / 0.248
xor+xnor: 32 / 0.0669
latches: 3 / 0.00980
buf+inv: 83 / 0.0694
mux: 32 / 0.104
fa+ha+maj: 93 / 0.276
==> layout by cell type, fill, tap and decap left out, types with 7 or more instances in the layout <==
cell,n
sky130_fd_sc_hd__o21a_1,13
sky130_fd_sc_hd__a21o_1,10
sky130_fd_sc_hd__nor4_1,7
sky130_fd_sc_hd__nor2b_1,9
sky130_fd_sc_hd__clkdlybuf4s50_1,32
sky130_fd_sc_hd__nor2_1,60
sky130_fd_sc_hd__mux2i_1,7
sky130_fd_sc_hd__a21oi_1,38
sky130_fd_sc_hd__or3_1,8
sky130_fd_sc_hd__buf_4,16
sky130_fd_sc_hd__inv_1,46
sky130_fd_sc_hd__xnor2_1,25
sky130_fd_sc_hd__nand3_1,14
sky130_fd_sc_hd__nand2_1,40
sky130_fd_sc_hd__a211oi_1,8
sky130_fd_sc_hd__nand2b_1,8
sky130_fd_sc_hd__nor3_1,24
sky130_fd_sc_hd__o21ai_0,32
sky130_fd_sc_hd__mux4_2,10
sky130_fd_sc_hd__mux2_2,11
sky130_fd_sc_hd__ha_1,79
sky130_fd_sc_hd__fa_1,14
==> cell usage after synthesis (6+ instances only) <==
cell type	n	area share
sky130_fd_sc_hd__ha_1	79	0.21
sky130_fd_sc_hd__nor2_1	60	0.049
sky130_fd_sc_hd__inv_1	46	0.038
sky130_fd_sc_hd__nand2_1	40	0.033
sky130_fd_sc_hd__a21oi_1	39	0.042
sky130_fd_sc_hd__o21ai_0	32	0.035
sky130_fd_sc_hd__clkbuf_1	28	0.023
sky130_fd_sc_hd__xnor2_1	25	0.048
sky130_fd_sc_hd__nor3_1	24	0.026
sky130_fd_sc_hd__fa_1	14	0.061
sky130_fd_sc_hd__nand3_1	14	0.015
sky130_fd_sc_hd__o21a_1	13	0.021
sky130_fd_sc_hd__mux2_2	11	0.027
sky130_fd_sc_hd__a21o_1	10	0.016
sky130_fd_sc_hd__mux4_2	10	0.049
sky130_fd_sc_hd__nor2b_1	9	0.012
sky130_fd_sc_hd__a211oi_1	8	0.013
sky130_fd_sc_hd__nand2b_1	8	0.011
sky130_fd_sc_hd__or3_1	8	0.011
sky130_fd_sc_hd__mux2i_1	7	0.015
sky130_fd_sc_hd__nor4_1	7	0.0095
sky130_fd_sc_hd__a211o_1	6	0.011
sky130_fd_sc_hd__and2_1	6	0.0082
sky130_fd_sc_hd__buf_2	6	0.0065
sky130_fd_sc_hd__o22ai_1	6	0.0082
==> worst min path at each step <==
stage / endpoint / slack, ns / cells past startpoint
final: ALU_Out[5] / 9.99 / 8
after global routing: ALU_Out[5] / 10.06 / 8
after CTS: ALU_Out[5] / 9.98 / 8
==> layout make-up <==
| type | instances | area (um2) | share of cell area |
|---|---|---|---|
| inverter | 47 | 176 | 0.0347 |
| multi-input combinational | 531 | 4250 | 0.835 |
| sequential | 3 | 45.0 | 0.00886 |
| tap | 140 | 175 | 0.0345 |
| timing repair buffer | 48 | 440 | 0.0867 |
==> worst max-delay path: cells and delay by family <==
| family | cells | cell delay [ns] |
|---|---|---|
| muxes | 3 | 0.90 |
| AOI/OAI and AO/OA | 25 | 5.07 |
| and+or+nand+nor | 11 | 2.54 |
| adders and majority gates | 7 | 2.10 |
| buffers and inverters | 2 | 1.11 |
==> power by group through the flow <==
stage	Sequential, uW	Combinational, uW	Clock, uW
after CTS	0.765	160	0
after global routing	0.795	180	0
final	0.761	161	0
==> routing by layer <==
metal,up-vias,share of wire
met5,-,0
met4,0,0.033
met3,38,0.089
met2,188,0.43
met1,2198,0.44
li1,2297,-
==> stage by stage <==
| stage | hold WS (ns) | area [um2] | util | instances | setup WS, ns |
|---|---|---|---|---|---|
| 2_1_floorplan | 8.70 | 4600 | - | 617 | 3.11 |
| 3_3_place_gp | 9.99 | 5070 | 0.460 | 769 | 1.18 |
| 3_5_place_dp | 9.98 | 5070 | 0.460 | 769 | 0.639 |
| 4_1_cts | 9.98 | 5070 | 0.460 | 769 | 0.641 |
| 5_1_grt | 10.06 | 5080 | 0.461 | 769 | 0.0558 |
| 6_report | 9.99 | 5080 | 0.461 | 769 | 0.926 |
==> what timing repair did <==
item,4_1_cts,5_1_grt
endpoints found under the setup margin,0,2
resized,0,2
hold buffers,0,0
setup buffers,0,0
Power and IR drop assume default switching activity.
