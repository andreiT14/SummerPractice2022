## flow/design.v

```verilog
module Control_RW_Flow(input Clk,
                       input Reset,
                       input RW,
                       input ValidCmd,
                       input TransferDone,
                       input Active,
                       input Mode,
                       output reg AccessMem,
                       output reg RWMem,
                       output reg SampleData,
                       output reg TransferData,
                       output reg Busy);
    localparam IDLE                 = 3'b000;
    localparam READ_MEMORY          = 3'b001;
    localparam SAMPLE_DATA          = 3'b010;
    localparam TRANFER_DATA         = 3'b011;  
    localparam WRITE_MEMORY         = 3'b100;
    reg [2:0] ControllerCurrentState;
    reg [2:0] ControllerNextState;
    always @(ValidCmd, Active, Mode, RW, TransferDone, ControllerCurrentState)begin
        case(ControllerCurrentState)
            IDLE:
              if ( ValidCmd && !RW && Active && Mode && !TransferDone)begin
                    ControllerNextState = READ_MEMORY;
                end else if( ValidCmd && RW && Active && Mode) begin
                    ControllerNextState = WRITE_MEMORY;
                end else if ( ValidCmd && Active && !Mode && !TransferDone ) begin
                    ControllerNextState = SAMPLE_DATA;
                end else begin
                    ControllerNextState = IDLE;
                end
            READ_MEMORY:
                if ( Active && Mode && !TransferDone) begin
                    ControllerNextState = SAMPLE_DATA;
                end else begin
                    ControllerNextState = IDLE;
                end
            WRITE_MEMORY:
                if(ValidCmd && RW && Active && Mode) begin
                    ControllerNextState = WRITE_MEMORY;
                end else begin
                    ControllerNextState = IDLE;
                end
            SAMPLE_DATA:
                if( Active && !TransferDone) begin
                    ControllerNextState = TRANFER_DATA;
                end
            TRANFER_DATA: 
                if(Active && !TransferDone) begin
                    ControllerNextState = TRANFER_DATA;
                end else if (Active && TransferDone)begin
                    ControllerNextState = IDLE;
                end else begin
                    ControllerNextState = IDLE;
                end
            default: ControllerNextState = IDLE;
        endcase
    end
    always @(posedge Clk, posedge Reset)begin
        if(Reset)begin
            ControllerCurrentState <= IDLE;
        end else if(Clk)begin
            ControllerCurrentState <= ControllerNextState;
        end
    end
    always @(ControllerCurrentState)begin
        AccessMem    = ControllerCurrentState == READ_MEMORY ||
                       ControllerCurrentState == WRITE_MEMORY      ? 1'b1 : 1'b0;
        RWMem        = ControllerCurrentState == WRITE_MEMORY      ? 1'b1 : 1'b0;
        SampleData   = ControllerCurrentState == SAMPLE_DATA       ? 1'b1 : 1'b0;
        TransferData = ControllerCurrentState == TRANFER_DATA      ? 1'b1 : 1'b0;
        Busy         = ControllerCurrentState != IDLE              ? 1'b1 : 1'b0;
    end
endmodule
```

## flow/run.sh

```bash
#!/bin/bash
# OpenROAD 26Q1-2900-gdf79404cd8, Yosys 0.63+post, stock flow scripts
make -C /OpenROAD-flow-scripts/flow DESIGN_CONFIG=/design/flow/config.mk WORK_HOME=/design/flow/orfs finish
```

## flow/config.mk

```make
export PLATFORM = sky130hd
export DESIGN_NAME = Control_RW_Flow
export DESIGN_NICKNAME = Control_RW_Flow
export VERILOG_FILES = /design/flow/design.v
export SDC_FILE = /design/flow/constraint.sdc
export NUM_CORES = 4
export LEC_CHECK = 1
export CORE_AREA = 10 10 70 70
export DIE_AREA = 0 0 80 80
```

## flow/constraint.sdc

```tcl
current_design Control_RW_Flow

set clk_period 1.4
set clk_io_pct 0.2

create_clock -name clk0 -period $clk_period [get_ports {Clk}]

set non_clock_inputs [all_inputs -no_clocks]
set_input_delay [expr $clk_period * $clk_io_pct] -clock clk0 $non_clock_inputs
set_output_delay [expr $clk_period * $clk_io_pct] -clock clk0 [all_outputs]
```

==> notes.md <==
Average wire per standard cell: 7.87 um. For the completed layout, the total cell area is recorded as 549 sq um. In the synthesized netlist the async set-or-reset flop fraction comes to 50.0%. Ranked by total cell area, the synthesized netlist is headed by sky130_fd_sc_hd__dfrtp_1, sky130_fd_sc_hd__dlxtn_1, sky130_fd_sc_hd__nor3b_1. The switching share of power came out at 21.2%. The flow ran to the end, but the final reports show violations. The count of nets left with antenna violations once routing finished came out at 0. The worst setup path is captured at an output pin. The run gives 21 as the placement row count. The critical-path cell with the highest stage delay was sky130_fd_sc_hd__dfrtp_2. After floorplanning, the die was sized to cover 6400 sq um.

The core region is 3420 sq um. The share of the synthesized area in the top cell type was 28.2%; the overall routing resource usage was 2.32%. The final period utilization was 103%; the detailed router's first-iteration violation count was 2. The final reports fail on negative setup slack. After legalization and detailed placement, the total HPWL measured 603 um.

Setup repair after global routing could not meet its margin everywhere. The count of synthesis-stage warnings from yosys was 1. The worst setup path is launched from a register. The detailed-router iteration count before antenna repair is 2, and the arrival time reported for the critical path endpoint is 1170 ps.

The via count of the first global-routing pass is 281. The synthesized netlist occupies a cell area of 267 sq um. For this run the aggregate overflow at the end of global routing stands at 0.

The per-cell via count in the routed design came out at 2.80. The power density relative to cell area was 507 nW/um^2. The signal on the critical path passes through or3_4 -> buf_2.

In this run, synthesis inferred 0 flip-flops with an integrated enable. The tool warning count for the run is 27. The run gives 55.0% as the clock power share. Summing all multi-input logic gate instances after layout gives 156 sq um. Among all flip-flop cells after synthesis, the most frequent one is sky130_fd_sc_hd__dlxtn_1.

The fill cell instance count of the final layout came out at 388. The run gives -48.8 ps as the worst setup margin. The final antenna diode tally reported by the flow is 0. The family with the most delay on the worst path was flip-flops.

The first-pass GRT wire length is 1.21 mm. Flip-flop and latch area: 123 sq um. Looking at the clock tree report, the root buffer type is sky130_fd_sc_hd__clkbuf_4.

The final setup TNS is -48.8 ps. The maximum buffer depth of the clock tree is 2, and the max capacitance violation total is 0. The post-synthesis to final-layout area growth works out to 106%. In this run, flip-flops and latches consume 32.3% of the power. The DRC violation count after routing came out at 0.

Combined buffer and inverter count along the critical path: 1. TritonCTS built the clock tree. The detailed-route wire length came out at 771 um. Hold repair after CTS inserted 0 buffers. Among all stages on the critical path, the maximum delay recorded is 450 ps. The number of gates on the worst path with buffers counted works out to 2. Minimum clock period after layout: 1450 ps. The core utilization of the finished layout is 16.1%, and the worst slew margin relative to its limit is 84.1%.

With the ratio of cells with drive above 1 in the final layout at 50.0%, the number of setup violations in the final report is 1. The mean instance size in the synthesized netlist came out at 9.52 sq um. Once the floorplan was initialized, standard cells occupied 7.80% of the core. The critical path is of the register to output pin type.

Per the synth log, the flip-flop and latch total comes to 6. Counting the buffers created by CTS gives 3. Counting distinct cell types in the post-synthesis netlist gives 19. The library cell occupying the most area in the post-synthesis netlist was sky130_fd_sc_hd__dfrtp_1.

Per the OpenROAD floorplan log, the width of the die is 80 um. The final max-slew violation count recorded for this run is 0. The post-placement cell area is 460 sq um. The run gives 12 for the number of top-level design ports. At the end of routability-driven placement, the weighted congestion stood at 0.761. STA puts the critical path data required time at 1120 ps. The number of cell instances after yosys synthesis is 28. 6 endpoints have no timing constraint. The leakage power in the latest report is 0.239 nW. The class of the most critical hold timing path was input port to asynchronous set/reset pin. The internal power came out at 0.000219 W. For the final hold violation count, the log shows 0. According to the floorplan report, the die height is 80 um.

The timer found 3 register pins that no clock reaches; their paths are not timed. The transition time recorded at the tightest slew-check pin is 236 ps. The total via count after detailed routing is 274. Per the post-synthesis report, the number of cells in the design is 28. For this design the total switching power over the nets is 0.0000589 W.

The peak supply drop was 106 uV; the clock input transition at the sequential cells of the worst setup and hold paths was 40 ps. The run gives 690 MHz as the achievable frequency. The chip area line of the yosys report came out at 267 sq um. Entering global routing, the biggest net connects 7 pins. The logs give 1 for the total number of H-tree levels and 12.7% for the logic gate share of total power. The worst-path maximum fanout works out to 5. Buffers placed on the I/O ports in this run total 11.

The number of antenna violations is the first check in global routing at 0.
[flip-flops by register name, summed over array words and instances (netlist names)]
name                    cells
ControllerNextState         3
ControllerCurrentState      3
[synth_stat cells (2+ instances only)]
master,n
sky130_fd_sc_hd__dfrtp_1,3
sky130_fd_sc_hd__dlxtn_1,3
sky130_fd_sc_hd__inv_1,3
sky130_fd_sc_hd__nand2_1,2
sky130_fd_sc_hd__nor3b_1,3
[layout by cell type (no fill, tap or decap), types with 2 or more instances in the layout]
cell,n
sky130_fd_sc_hd__nand2_1,2
sky130_fd_sc_hd__buf_4,6
sky130_fd_sc_hd__nor3b_2,2
sky130_fd_sc_hd__inv_1,3
sky130_fd_sc_hd__dfrtp_2,2
sky130_fd_sc_hd__clkbuf_4,3
sky130_fd_sc_hd__clkdlybuf4s50_1,6
sky130_fd_sc_hd__dlxtn_1,3
sky130_fd_sc_hd__buf_6,4
sky130_fd_sc_hd__buf_2,5
[routing by layer]
layer / global-route usage [%] / up-vias / share of wire (%)
li1: - / 145 / -
met1: 3.34 / 112 / 50
met2: 2.73 / 13 / 35
met3: 1.02 / 4 / 11
met4: 1.23 / 0 / 4.3
met5: 0 / - / 0
[cells by family after synthesis]
logic type | share of synthesized area, %
buf+inv | 8.45
compound gates | 9.39
flops | 28.2
latches | 16.9
simple gates | 33.8
xor+xnor | 3.29
[path summary, 6_finish.rpt]
kind | startpoint | slack, ps | to
worst max-delay path | ControllerCurrentState[2]$_DFF_PP0_ | -50 | Busy
worst min-delay path | Reset | 220 | ControllerCurrentState[2]$_DFF_PP0_
max in group asynchronous | Reset | 1040 | ControllerCurrentState[0]$_DFF_PP0_
min in group clk0 | ControllerCurrentState[0]$_DFF_PP0_ | 1090 | Busy
[metrics by stage]
stage	hold WS, ps	total power, W	setup slack, ps	std cells
floorplan	33.6	0.000102	213	28
global placement	463	0.000124	-186	89
finish	217	0.000278	-48.8	98
CTS	213	0.000287	-54.0	97
detailed placement	458	0.000125	-178	89
global route	257	0.000295	-91.2	98
[timing repair]
item,CTS,global route
setup buffers,5,1
endpoints found under the setup margin,5,5
pin swaps,4,2
resized,25,3
[power by group through the flow]
stage / sequential (W) / clock (W) / combinational, W
CTS: 0.0000898 / 0.000162 / 0.0000350
global route: 0.0000898 / 0.000166 / 0.0000393
finish: 0.0000899 / 0.000153 / 0.0000353
[final cells by class]
class                           count  area share [%]
Timing Repair Buffer               21            31.9
Multi-Input combinational cell     18            28.5
Sequential cell                     6            22.3
Tap cell                           46            10.5
Clock buffer                        4            4.78
Inverter                            3            2.05
No activity file was given, so power comes from the tool's default toggle rates.
