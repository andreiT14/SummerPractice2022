==> flow/design.v <==
`timescale 1ns/1ps 
module FrequencyDivider(
    input Reset,
    input Clk,
    input[31:0] Din,
    input ConfigDiv,
    input Enable,
    output ClkOutput
);
    reg[31:0] FrequenceDivTarget;
    reg[31:0] CountFreqDiv;
    assign ClkOutput = Enable && (FrequenceDivTarget == 1'b1 ? Clk : CountFreqDiv <= (FrequenceDivTarget >> 1) ? 1'b1: 1'b0);
    always @(posedge Clk, posedge Reset)begin
        if(Reset)begin
            FrequenceDivTarget <= 32'h1;
        end else if (Clk && ConfigDiv && !Enable) begin  
            if(Din > 1'b1)begin
                FrequenceDivTarget <= Din;
            end else begin
                FrequenceDivTarget <= 1'b1;
            end
        end
    end
    always @(posedge Clk, posedge Reset)begin
        if(Reset)begin
            CountFreqDiv <= 32'h1;
        end else if (Clk) begin
            if (Enable) begin
                if (CountFreqDiv == FrequenceDivTarget)begin
                    CountFreqDiv <= 1;
                end else if( CountFreqDiv < FrequenceDivTarget) begin
                    CountFreqDiv <= CountFreqDiv + 1'b1;
                end
            end else if (!Enable) begin
                CountFreqDiv <= 32'h1;
            end
        end
    end
endmodule
==> flow/run.sh <==
#!/bin/bash
# OpenROAD 26Q1-2900-gdf79404cd8, Yosys 0.63+post, stock flow scripts
make -C /OpenROAD-flow-scripts/flow DESIGN_CONFIG=/design/flow/config.mk WORK_HOME=/design/flow/orfs finish
==> flow/config.mk <==
export PLATFORM = sky130hd
export DESIGN_NAME = FrequencyDivider
export DESIGN_NICKNAME = FrequencyDivider
export VERILOG_FILES = /design/flow/design.v
export SDC_FILE = /design/flow/constraint.sdc
export NUM_CORES = 4
export LEC_CHECK = 1
export CORE_UTILIZATION = 30
==> flow/constraint.sdc <==
current_design FrequencyDivider

set clk_period 4.5
set clk_io_pct 0.2

create_clock -name clk0 -period $clk_period [get_ports {Clk}]

set non_clock_inputs [all_inputs -no_clocks]
set_input_delay [expr $clk_period * $clk_io_pct] -clock clk0 $non_clock_inputs
set_output_delay [expr $clk_period * $clk_io_pct] -clock clk0 [all_outputs]
==> job_summary.md <==
### Yosys + OpenROAD results

| Metric | Value |
|---|---|
| Cell Pwr Density | `445 nW/um^2` |
| CTS tree | `done` |
| Vias per inst | `5.42` |
| Clock transition at path regs | `0.05 ns` |
| CP bufs+invs | `6` |
| # hold bufs at CTS | `0` |
| Post-Route WL | `12500 um` |
| # rows | `45` |
| Synth area leader | `dfrtp_1` |
| Fp util | `31.2%` |
| Crit-path max cell delay | `0.29 ns` |
| Max-slew headroom | `42.3%` |
| Crit start category | `clock port` |
| P_leak | `2.64 nW` |
| Die W | `129 um` |
| Top delay family on crit path | `buffers and inverters` |
| Synth cell count leaders | `64 x ha_1, 62 x dfrtp_1, 45 x nand2_1, 42 x a21oi_1, 35 x inv_1` |
| Post-synth ARST share | `100%` |
| Cell Type Count | `49` |
| CP max FO | `2` |
| Detailed Routing Iterations Pass 1 | `7` |
| Synthesis-to-finish area growth | `23.6%` |
| Worst-Margin Slew | `0.864 ns` |
| Status | `finished clean` |
| Total Negative Setup Slacks | `0 ns` |
| Antenna cells | `0` |
| Top cell by count, worst path | `clkbuf_16` |
| Pin count of the biggest net entering global routing | `49` |
| Via count | `4235` |
| RSZ-0062 raised after global routing | `no` |
| Min-Delay Path Class | `flop to flop` |
| CP cell instances | `clkbuf_16 -> clkbuf_16 -> clkbuf_16 -> clkbuf_16 -> clkbuf_16 -> nand2_1 -> o311a_1 -> a21boi_0 -> dlygate4sd2_1` |
| Final Slew Violations | `0` |
| I/O Buffers | `36` |
| DP Worst Slack | `0.728 ns` |
| Global-route wire length before repair | `20900 um` |
| Setup ws final | `0.0864 ns` |
| Max-cap viol count | `0` |
| Crit path DRT | `3.60 ns` |
| Top cells, area | `dfrtp_1 32%, ha_1 17%, mux2_2 7.3%` |
| Mapped Area | `4810 um^2` |
| Register share after synthesis | `33.3%` |
| Post-synthesis cell count | `515` |
| Number of setup buffers added after CTS | `0` |
| DRC | `0` |
| Antenna violations before repair | `0` |
| Initial drt markers | `290` |
| ANT nets after route | `0` |
| Clock Skews | `0.00855 ns` |
| WL/cell | `16.0 um` |
| Final Setup Violations | `0` |
| Top Ports | `37` |
| Clk latency late pin | `0.45 ns` |
| EDFF count, synth | `0` |
| Most common cell in the netlist | `ha_1` |
| Vias in the first global route | `4472` |
| YS warnings | `1` |
| Final hold vios | `0` |
| Number of cells in Yosys stat | `515` |
| Ys flop type | `dfrtp_1` |
| Ys flops | `64` |
| Core Region | `15400 um^2` |
| Slowest CP cell | `dlygate4sd2_1` |
| Chip Area, Yosys | `4810 um^2` |
| Top-area cell share | `32.2%` |
| Post-CTS Resized | `1` |
| Dpl hpwl | `9260 um` |
| Total grt overflow | `0` |
| Tool warnings | `62` |
| Critical setup path kind | `clock port to output pin` |
| Vert. Die Dim | `129 um` |
| Chip area | `16600 um^2` |
| RePlAce Congestion | `0.891` |
| Share of cells above drive strength 1 | `12.1%` |
| Peak supply drop | `0.317 mV` |
| Syn_area_per_cell | `9.35 um^2` |
| Element type at the critical path end | `output pin` |
| Total global-route track usage | `16.5%` |
| Crit path DAT | `3.51 ns` |
## layer usage
metal / track usage (%) / vias up / part of all wire [%]
li1: - / 2073 / -
met1: 22.5 / 2025 / 48
met2: 24.1 / 114 / 44
met3: 6.35 / 23 / 5.6
met4: 5.88 / 0 / 2.2
met5: 0 / - / 0
## logic make-up after synthesis
| logic type | after synthesis | share of synthesized area, % |
|---|---|---|
| adder cells (fa/ha/maj) | 64 | 16.6 |
| flip-flops | 64 | 33.3 |
| multiplexers | 39 | 8.92 |
| buffers and inverters | 52 | 4.81 |
| AND/OR/NAND/NOR | 198 | 23.1 |
| AND-OR/OR-AND | 98 | 13.2 |
## layout by cell type, fill, tap and decap left out, types with 4 or more instances in the layout
master and instances:
ha_1 64, dfrtp_1 62, nand2_1 45, a21oi_1 42
clkdlybuf4s50_1 35, inv_1 34, mux2_2 31, nand3_1 26
nand4_1 23, clkbuf_16 21, nor4_1 20, or4_1 16
nor2_1 15, and4_1 11, o31ai_1 11, o21ai_0 10
o211ai_1 9, and3_1 9, nand2b_1 8, nor3_1 8
mux2i_1 8, clkbuf_1 6, and2_1 4, nand4b_1 4
buf_4 4
## worst paths after layout
path | startpoint | slack [ns] | depth (start not counted) | end
setup / recovery | Clk | 0.09 | 9 | ClkOutput
hold / removal | FrequenceDivTarget[0] | 0.51 | 2 | FrequenceDivTarget[0]
setup reg to reg | CountFreqDiv[30] | 1.35 | 7 | CountFreqDiv[14]
hold reg to reg | FrequenceDivTarget[0] | 0.51 | 2 | FrequenceDivTarget[0]
max in group asynchronous | Reset | 2.76 | 3 | CountFreqDiv[25]
min in group asynchronous | Reset | 0.79 | 2 | FrequenceDivTarget[1]
## per-stage QoR
| step | cell area, um^2 | total power [mW] | hold WS [ns] | util [%] | cells |
|---|---|---|---|---|---|
| after floorplan | 4810 | 1.42 | 0.440 | - | 515 |
| after global placement | 5370 | 1.60 | 0.480 | 34.8 | 749 |
| after detailed placement | 5370 | 1.63 | 0.478 | 34.8 | 749 |
| after CTS | 5950 | 2.68 | 0.515 | 38.6 | 781 |
| after global routing | 5950 | 2.84 | 0.542 | 38.6 | 781 |
| final | 5950 | 2.65 | 0.508 | 38.6 | 781 |
## where the power goes
group / switching (mW) / leakage [nW] / internal, mW
clock: 0.377 / 0.446 / 0.837
combinational: 0.341 / 1.37 / 0.223
sequential: 0.136 / 0.819 / 0.733
## layout make-up
type / count / area, um^2
fill: 1479 / 9480
sequential: 64 / 1600
multi-input combinational: 399 / 2980
inverter: 35 / 131
clock buffer: 28 / 557
tap: 211 / 264
timing repair buffer: 39 / 380
clock inverter: 5 / 28.8
## worst register-to-register path: stages, from the launching register on
cell and delay [ns]:
dfrtp_1 0.44, ha_1 0.33, a21oi_1 0.15, a21boi_0 0.17
a211oi_2 0.49, nand2_1 0.65, or4_1 0.67, a21oi_1 0.17
## sequential cells by signal, summed over array words and instances, names as in the netlist
| register | cells |
|---|---|
| CountFreqDiv | 32 |
| FrequenceDivTarget | 32 |
No activity file was given, so power comes from the tool's default toggle rates.
